<file path="/design/flow/config.mk">
export PLATFORM = sky130hd
export DESIGN_NAME = delay_line
export DESIGN_NICKNAME = delay_line
export VERILOG_FILES = /design/flow/design.v
export SDC_FILE = /design/flow/constraint.sdc
export NUM_CORES = 4
export LEC_CHECK = 1
export CORE_AREA = 10 10 86 86
export DIE_AREA = 0 0 96 96
</file>
<file path="/design/flow/constraint.sdc">
current_design delay_line

set clk_period 1.0
set clk_io_pct 0.2

create_clock -name clk0 -period $clk_period [get_ports {clk}]

set non_clock_inputs [all_inputs -no_clocks]
set_input_delay [expr $clk_period * $clk_io_pct] -clock clk0 $non_clock_inputs
set_output_delay [expr $clk_period * $clk_io_pct] -clock clk0 [all_outputs]
</file>
<file path="/design/flow/design.v">
module delay_line(out, in, clk);
  parameter L=4;
  parameter b=8;
  input wire[7:0] in;
  input wire clk;
  output reg[7:0] out;
  reg [7:0]a[L-1:0];
  integer i;
   initial begin
     out = 0;
     for (i=0;i<L;i=i+1) begin
       a[i]=0;
    end
end
  always @(negedge clk) begin
    out = a[L-1];
    for (i=L-1;i>0;i=i-1) begin
      a[i]=a[i-1];
    end
    a[0]=in;
  end
endmodule
</file>
<file path="/design/flow/run.sh">
#!/bin/bash
# OpenROAD 26Q1-2900-gdf79404cd8, Yosys 0.63+post, stock flow scripts
make -C /OpenROAD-flow-scripts/flow DESIGN_CONFIG=/design/flow/config.mk WORK_HOME=/design/flow/orfs finish
</file>
==> flow_results.xml <==
<?xml version="1.0" encoding="UTF-8"?>
<metrics>
  <group name="clock_tree">
    <metric name="cts_made_buffers" unit="">5</metric>
    <metric name="cts.clk_slew.worst_paths" unit="ns">0.03</metric>
    <metric name="ctsHtreeMaxLevel" unit="">2</metric>
    <metric name="cts_max_path_bufs" unit="">2</metric>
    <metric name="tritoncts" unit="">built</metric>
    <metric name="clkLatencyLatePin" unit="ns">0.34</metric>
    <metric name="clock_sink_count" unit="">40</metric>
    <metric name="cts_root_buf" unit="">sky130_fd_sc_hd__clkbuf_8</metric>
    <metric name="post_cts_repair_timing_setup_buffer_count" unit="">0</metric>
  </group>
  <group name="placement">
    <metric name="buffer_ports.inserted" unit="">16</metric>
    <metric name="detailedPlace.worstSlack" unit="ns">-0.475</metric>
    <metric name="dp.cells" unit="">129</metric>
    <metric name="gp_congestion" unit="">0.633</metric>
  </group>
  <group name="drt">
    <metric name="wl_met1" unit="microns">645</metric>
    <metric name="wl_per_cell" unit="microns">6.12</metric>
    <metric name="diodes" unit="">0</metric>
    <metric name="top_layer_used" unit="">met3</metric>
    <metric name="met3_length" unit="microns">137</metric>
    <metric name="viasPerCell" unit="">2.51</metric>
    <metric name="detail_route.first_pass.iterations" unit="">2</metric>
    <metric name="met2_length" unit="microns">288</metric>
    <metric name="vias" unit="">439</metric>
    <metric name="drt_drc_violations_left" unit="">0</metric>
    <metric name="postRouteWirelength" unit="mm">1.07</metric>
    <metric name="dr.first_iter.drc_count" unit="">16</metric>
    <metric name="postRouteAntennaNets" unit="">0</metric>
  </group>
  <group name="status">
    <metric name="failing_checks" unit="">negative setup slack</metric>
    <metric name="run_status" unit="">finished, violations left</metric>
  </group>
  <group name="die">
    <metric name="i_o_pins" unit="">17</metric>
    <metric name="core_region_area" unit="sq um">5540</metric>
    <metric name="floorplanUtilization" unit="%">14.5</metric>
    <metric name="chipHeight" unit="microns">96</metric>
    <metric name="rows" unit="">27</metric>
    <metric name="chipWidth" unit="microns">96</metric>
    <metric name="chip_area" unit="sq um">9220</metric>
  </group>
  <group name="global_route">
    <metric name="grt.overflow.total" unit="">0</metric>
    <metric name="maximum_number_of_pins_on_one_net_before_global_route_repair" unit="">12</metric>
    <metric name="via_count_of_the_first_global_routing_pass" unit="">542</metric>
    <metric name="grt_antenna_before_repair" unit="">0</metric>
    <metric name="grt_pass1_wl" unit="mm">1.86</metric>
    <metric name="combined_global_route_utilization_of_all_metal_layers" unit="%">2.62</metric>
  </group>
  <group name="yosys">
    <metric name="synth_compound_gate_area_share" unit="%">0</metric>
    <metric name="syn-mean-instance-area" unit="sq um">19.6</metric>
    <metric name="ys.warnings.count" unit="">2</metric>
    <metric name="yosysChipArea" unit="sq um">805</metric>
    <metric name="syn-instance-count" unit="">41</metric>
    <metric name="yosysSeqAreaShare" unit="%">99.5</metric>
    <metric name="synthAdderAreaFrac" unit="%">0</metric>
    <metric name="ys_cells" unit="">41</metric>
    <metric name="post_synth_mux_area_share" unit="%">0</metric>
    <metric name="numSynthFlops" unit="">40</metric>
    <metric name="synthDistinctLibCells" unit="">2</metric>
    <metric name="synth_xor_xnor_area_share" unit="%">0</metric>
    <metric name="synth.cell_area" unit="sq um">805</metric>
    <metric name="ys_top_logic_family" unit="">buffers and inverters</metric>
    <metric name="synth.cellmix.simpleShare" unit="%">0</metric>
  </group>
  <group name="setup_path">
    <metric name="crit_start_category" unit="">register</metric>
    <metric name="crit_path_max_incr_delay" unit="ns">0.30</metric>
    <metric name="critical_path.startpoint" unit="">out[5]</metric>
    <metric name="worst_path_max_delay_cell" unit="">sky130_fd_sc_hd__dfxtp_2</metric>
    <metric name="setup.reg_to_reg.worst_slack" unit="ns">0.60</metric>
    <metric name="crit_path_cell_trace" unit="">buf_2</metric>
    <metric name="setup.worst_path.end_class" unit="">primary output</metric>
    <metric name="crit_path_required_time" unit="ns">0.80</metric>
    <metric name="critical_path_buf_inv_count" unit="">1</metric>
    <metric name="worstSetupPathDepth" unit="">1</metric>
    <metric name="r2r_cells" unit="">0</metric>
    <metric name="worst_r2r_startpoint" unit="">a[0][3]</metric>
    <metric name="cp_top_family" unit="">flip-flops</metric>
    <metric name="worst-endpoint-arrival" unit="ns">1.24</metric>
    <metric name="worst-setup-path-type" unit="">register to primary output</metric>
    <metric name="crit_fanout" unit="">1</metric>
    <metric name="crit-reg2reg-capture" unit="">a[1][3]</metric>
  </group>
  <group name="final_timing">
    <metric name="count_of_final_setup_violators" unit="">8</metric>
    <metric name="rsz0062_at_grt" unit="">yes</metric>
    <metric name="timing.hold.ws" unit="ns">0.314</metric>
    <metric name="total_count_of_hold_check_failures_in_the_final_report" unit="">0</metric>
    <metric name="timing.slew.headroom" unit="%">95.1</metric>
    <metric name="tightest_slew" unit="ns">0.0730</metric>
    <metric name="finalClockSkew" unit="ns">0.00597</metric>
    <metric name="setup_ws" unit="ns">-0.445</metric>
    <metric name="slew_viol_final" unit="">0</metric>
  </group>
  <group name="worst_hold_path">
    <metric name="holdPathEnd" unit="">a[2][2]</metric>
    <metric name="min-delay-path-class" unit="">register to register</metric>
    <metric name="worst_hold_startpoint" unit="">a[1][2]</metric>
    <metric name="hold-path-cell-count" unit="">0</metric>
  </group>
  <group name="power">
    <metric name="cellPowerDensity" unit="nW/um^2">2610</metric>
    <metric name="fin_total_pwr" unit="uW">3260</metric>
    <metric name="leakage" unit="uW">0.000652</metric>
    <metric name="worst_ir_drop_vdd" unit="mV">1.07</metric>
  </group>
  <group name="cells_and_area">
    <metric name="fraction_of_final_layout_cells_with_drive_strength_greater_than_1" unit="%">17.5</metric>
    <metric name="logic_gate_count" unit="">0</metric>
    <metric name="final_cell_mix" unit="">sky130_fd_sc_hd__inv_1 (40), sky130_fd_sc_hd__dfxtp_1 (37), sky130_fd_sc_hd__clkdlybuf4s50_1 (8)</metric>
    <metric name="mi_logic_area" unit="sq um">0</metric>
    <metric name="layout_top_cell" unit="">sky130_fd_sc_hd__inv_1</metric>
    <metric name="fin_cells" unit="">175</metric>
    <metric name="finalCoreUtilization" unit="%">22.6</metric>
    <metric name="n_fill_cell" unit="">596</metric>
    <metric name="area_delta_synth_final" unit="%">55.4</metric>
  </group>
  <group name="run">
    <metric name="maxCapViolCount" unit="">0</metric>
    <metric name="tool_warnings" unit="">70</metric>
  </group>
</metrics>
[logic make-up (layout without fill, tap and decap cells)]
logic type	Yosys count	count (layout)
buf+inv	1	63
flops	40	40
[worst max path at each step]
stage	endpoint	slack, ns
5_1_grt	out[7]	-0.50
4_1_cts	out[0]	-0.46
6_report	out[5]	-0.44
[where the power goes]
| group | internal (uW) | total, uW | switching, uW |
|---|---|---|---|
| Combinational | 39.6 | 48.2 | 8.63 |
| Sequential | 1700 | 1710 | 17.3 |
| Clock | 673 | 1500 | 823 |
[sequential cells by signal (all words and copies together), names as in the netlist]
signal / count
out: 8
a: 32
[final cells by class]
cell class	instances	area (sq um)	area share, %
timing repair buffer	16	126	10.1
clock inverter	42	160	12.8
clock buffer	5	68.8	5.51
sequential	40	805	64.4
tap	72	90.1	7.21
[metal layers]
| layer | vias to the layer above | GRT usage [%] |
|---|---|---|
| li1 | 247 | - |
| met1 | 171 | 2.61 |
| met2 | 21 | 2.19 |
| met3 | 0 | 4.01 |
| met4 | 0 | 1.97 |
| met5 | - | 0 |
[metrics by stage]
step           TNS [ns]  area, sq um
4_1_cts           -3.59         1240
3_5_place_dp      -5.44         1050
2_1_floorplan         0          805
5_1_grt           -3.86         1250
6_report          -3.47         1250
3_3_place_gp      -5.43         1050
[synthesized netlist by cell type]
library cell	instances	share of area [%]
sky130_fd_sc_hd__dfxtp_1	40	100
sky130_fd_sc_hd__inv_1	1	0.47
[repair_timing]
action	4_1_cts	5_1_grt
resized	25	3
gates cloned	0	0
hold buffers	0	0
endpoints found under the setup margin	8	8
Power is estimated from default activity; no workload was simulated.
