**flow/run.sh**
```bash
#!/bin/bash
# OpenROAD 26Q1-2900-gdf79404cd8, Yosys 0.63+post, stock flow scripts
make -C /OpenROAD-flow-scripts/flow DESIGN_CONFIG=/design/flow/config.mk WORK_HOME=/design/flow/orfs finish
```
**flow/config.mk**
```make
export PLATFORM = sky130hd
export DESIGN_NAME = filter
export DESIGN_NICKNAME = filter
export VERILOG_FILES = /design/flow/design.v
export SDC_FILE = /design/flow/constraint.sdc
export NUM_CORES = 4
export LEC_CHECK = 1
export CORE_AREA = 10 10 70 70
export DIE_AREA = 0 0 80 80
```
**flow/constraint.sdc**
```tcl
current_design filter

set clk_period 5.0
set clk_io_pct 0.2

create_clock -name clk0 -period $clk_period [get_ports {clk}]

set non_clock_inputs [all_inputs -no_clocks]
set_input_delay [expr $clk_period * $clk_io_pct] -clock clk0 $non_clock_inputs
set_output_delay [expr $clk_period * $clk_io_pct] -clock clk0 [all_outputs]
```
**flow/design.v**
```verilog
module filter(o_fil,i_fil,clk);
  input wire clk;
  input wire [7:0]i_fil;
  output reg [7:0]o_fil;
  reg[7:0] xn;
  reg[7:0] xn1;
  initial begin
    xn = 8'b0;
  end
  always @(negedge clk) begin
    xn1=xn;
    xn=i_fil;
    o_fil=(xn+xn1)/2;
  end
endmodule 
```
==> flow_metrics.env <==
# yosys + openroad results
export IMPL_outcome="completed"
export IMPL_grt_max_degree=10
export IMPL_warnings=41
export IMPL_met2_usage_pct=6.58
export IMPL_antenna_found_initial=0
export IMPL_avgSynthCellArea_um2=10.9
export IMPL_tightestPinTransition_ns=0.335
export IMPL_drt_initial_drc_count=17
export IMPL_antenna_left=0
export IMPL_wl_per_cell_um=9.00
export IMPL_path_delay_family="AND-OR/OR-AND gates"
export IMPL_ys_types=23
export IMPL_num_rows=21
export IMPL_ys_area_um2=643
export IMPL_track_usage_pct=4.44
export IMPL_globalRouteMet3Util_pct=3.64
export IMPL_syn_instance_count=59
export IMPL_ios=17
export IMPL_switchingPower_w=0.000102
export IMPL_grt_pass1_vias=597
export IMPL_overflow=0
export IMPL_htree_levels=1
export IMPL_numSynthFlops=16
export IMPL_setup_viol=0
export IMPL_drv_slew=0
export IMPL_ys_cells=59
export IMPL_grt_pass1_wl_um=2290
export IMPL_route_detailed_drc=0
export IMPL_gp_congestion=0.747
export IMPL_hpwlAfterDp_um=1060
export IMPL_power_frac_comb_pct=21.7
export IMPL_fillers=378
export IMPL_wirelength_um=1340
export IMPL_p_total_w=0.000341
export IMPL_synth_warnings=1
export IMPL_antenna_diode_count=0
export IMPL_vdd_drop_max_mv=0.139
export IMPL_maxSlewHeadroom_pct=77.1
export IMPL_clockBufferDepth=2
export IMPL_cts_hold_buf=0
export IMPL_cts_resized=0
export IMPL_top_usage_layer="met2"
export IMPL_cp_required_ns=2.73
export IMPL_drtPass1Iterations=2
export IMPL_synth_area_um2=643
export IMPL_cts_num_sinks=16
export IMPL_clockRootBuffer="clkbuf_4"
export IMPL_yosysTopAreaCell="dfxtp_1"
export IMPL_p_int_w=0.000239
export IMPL_die_h_um=80
export IMPL_arrival_ns=2.52
export IMPL_layout_drive_gt1_share_pct=13.6
export IMPL_path_buffers=1
export IMPL_slowest_delay_ns=0.42
export IMPL_worst_setup_path_end_kind="flip-flop"
export IMPL_cts_tree="built"
export IMPL_ys_seq_share_pct=49.8
export IMPL_grt_use_met1_pct=4.43
export IMPL_powerDensity_nw_per_um2=337
export IMPL_topCellsByArea="dfxtp_1, ha_1, a21oi_1"
export IMPL_cts_buffers=3
export IMPL_synthDominantCellAreaShare_pct=49.8
export IMPL_clock_power_share_pct=34.8
export IMPL_tns_ns=0
export IMPL_rsz0062_at_grt="false"
export IMPL_die_x_um=80
export IMPL_critPathSlowestCell="clkdlybuf4s50_1"
export IMPL_port_buffer_count=16
export IMPL_fp_util_pct=18.8
export IMPL_layout_setup_ws_ns=0.212
export IMPL_worstSetupPathType="primary input to flip-flop"
export IMPL_critPathLaunchType="primary input"
export IMPL_pre_cts_ws_ns=-0.143
export IMPL_path_clk_slew_ns=0.04
export IMPL_cp_cell_sequence="clkdlybuf4s50_1 -> ha_1 -> nand4_1 -> a21oi_1 -> nor4_1 -> a311o_1"
export IMPL_die_area_um2=6400
export IMPL_cp_max_fo=4
export IMPL_swShare_pct=29.9
export IMPL_seqPwrFrac_pct=43.5
export IMPL_syn_to_final_growth_pct=57.4
export IMPL_post_cts_buffers=0
export IMPL_skew_ns=0.0100
export IMPL_hold_ws_ns=0.533
export IMPL_core_area_um2=3420
export IMPL_insertion_delay_ns=0.36
export IMPL_routed_via_density=3.72
export IMPL_vias=554
export IMPL_p_leak_nw=0.492
export IMPL_max_cap_violations=0
export IMPL_hold_viol=0
export IMPL_hold_class="flip-flop to flip-flop"
## worst paths after layout
kind / start / to / slack [ns] / cells after the start
setup / recovery: i_fil[2] / o_fil[4] / 0.21 / 6
hold / removal: xn[1] / o_fil[0] / 0.53 / 1
setup reg to reg: xn[2] / o_fil[4] / 3.51 / 5
hold reg to reg: xn[1] / o_fil[0] / 0.53 / 1
## cells by family (layout without fill, tap and decap cells)
| logic type | Yosys count | after routing | synth area share, % |
|---|---|---|---|
| AOI/OAI and AO/OA | 13 | 13 | 14.0 |
| xor gates and xnor gates | 4 | 4 | 5.45 |
| adders and majority gates | 8 | 8 | 16.7 |
| buffers and inverters | 4 | 48 | 2.33 |
| DFF | 16 | 16 | 49.8 |
| muxes | 1 | 1 | 1.56 |
| and+or+nand+nor | 13 | 13 | 10.1 |
## metrics by stage
step / cell area [um2] / utilization [%] / cells
finish: 1010 / 29.6 / 149
detailed placement: 928 / 27.2 / 130
global placement: 928 / 27.2 / 130
CTS: 1010 / 29.6 / 149
global route: 1010 / 29.6 / 149
floorplan: 643 / - / 59
## final cells by class
| cell class | instances | area, um2 | share of cell area (%) |
|---|---|---|---|
| Sequential cell | 16 | 320 | 31.6 |
| Multi-Input combinational cell | 39 | 308 | 30.4 |
| Timing Repair Buffer | 25 | 228 | 22.5 |
| Clock inverter | 17 | 65.1 | 6.43 |
| Tap cell | 46 | 57.6 | 5.69 |
| Clock buffer | 3 | 22.5 | 2.22 |
| Inverter | 3 | 11.3 | 1.11 |
## power by group through the flow
stage	Clock, W	Combinational [W]	Sequential, W
after CTS	0.000129	0.0000759	0.000149
after global routing	0.000143	0.0000828	0.000150
final	0.000119	0.0000738	0.000148
## layer usage
layer  vias to the layer above  wire [um]
met2                        18        636
met4                         0          0
met3                         0        152
li1                        299          -
met5                         -          0
met1                       237        552
## flip-flops by register name, indices dropped and copies added (netlist names)
name and flops:
o_fil 8, xn 8
## layout by cell type (no fill, tap or decap), types with 2 or more instances in the layout
cell type | Yosys | routed
inv_1 | 3 | 18
clkdlybuf4s50_1 | 0 | 16
dfxtp_1 | 16 | 16
buf_4 | 0 | 9
ha_1 | 7 | 7
a21oi_1 | 5 | 5
nand2_1 | 3 | 3
clkbuf_4 | 0 | 3
a21o_1 | 2 | 2
nor2_1 | 2 | 2
nor2b_1 | 2 | 2
nor3_1 | 2 | 2
xnor2_1 | 2 | 2
a311o_1 | 2 | 2
xor2_1 | 2 | 2
## Yosys cell counts (all sizes together)
master	count
and2	1
o21ai	1
ha	7
nor2	2
nand4	1
nor2b	2
fa	1
nand2	3
xor2	2
a21oi	5
xnor2	2
o21bai	1
a221oi	1
mux2i	1
nand3	1
a2111oi	1
a311o	2
nor3	2
dfxtp	16
nor4	1
inv	4
a21o	2
No activity file was given, so power comes from the tool's default toggle rates.
